==> /design/flow/design.v <==
module apb_slave (
	input  wire sys_clk,
	input  wire sys_rst_n,
	input  wire tim_psel,
	input  wire tim_penable,
	input  wire tim_pwrite,
	output wire tim_pready,
	output wire wr_en,
	output wire rd_en
);
	reg  apb_access;
	wire apb_access_pre;
	assign wr_en          = tim_pready  & tim_pwrite;
	assign rd_en          = tim_pready  & ~tim_pwrite;
	assign tim_pready     = apb_access  & tim_penable;
	assign apb_access_pre = tim_penable & tim_psel;
	always @(posedge sys_clk, negedge sys_rst_n) begin
		if (!sys_rst_n) begin
			apb_access <= 1'b0;
		end else begin
			apb_access <= apb_access_pre;
		end
	end
endmodule
module counter (
	input  wire sys_clk,
	input  wire sys_rst_n,
	input  wire timer_en,
	input  wire div_en,
	input  wire [3:0]  div_val,
	input  wire [63:0] cnt_tdr,
	input  wire cnt_tdr_en,
	input  wire cnt_clr,
	input  wire timer_en_nedge,
	input  wire halt_en,
	output reg  [63:0] count,
	output reg  cnt_update
);
	reg  [63:0] cnt_pre;
	wire cnt_en;
	wire pulse;
	reg  [7:0]  sub_cnt;
	wire [7:0]  sub_cnt_pre;
	reg  [7:0]  sub_cnt_cmp;
	wire sub_cnt_clr;
	wire sub_cnt_en;
	assign cnt_en = ~halt_en && timer_en && (!div_en || (div_val==0) || pulse );
	always @(posedge sys_clk, negedge sys_rst_n) begin
		if (!sys_rst_n) begin
			cnt_update <= 1'b0;
		end else begin
			cnt_update <= cnt_en;
		end
	end
	always @(*) begin
		if( ((cnt_clr & cnt_en) | timer_en_nedge) & (~halt_en) ) begin
			cnt_pre = 64'h0;
		end else begin
			if (cnt_tdr_en) begin
				cnt_pre = cnt_tdr;
			end else begin
				if (cnt_en) begin
					cnt_pre = count + 1;
				end else begin
					cnt_pre = count;
				end
			end
		end
	end
	always @(posedge sys_clk, negedge sys_rst_n) begin
		if (!sys_rst_n) begin
			count <= 64'b0;
		end else begin
			count <= cnt_pre;
		end
	end
	always @(*) begin
		case (div_val)
			4'h0: sub_cnt_cmp = 8'd0;
			4'h2: sub_cnt_cmp = 8'd3;
			4'h3: sub_cnt_cmp = 8'd7;
			4'h4: sub_cnt_cmp = 8'd15;
			4'h5: sub_cnt_cmp = 8'd31;
			4'h6: sub_cnt_cmp = 8'd63;
			4'h7: sub_cnt_cmp = 8'd127;
			4'h8: sub_cnt_cmp = 8'd255;
			default: sub_cnt_cmp = 8'd1;
		endcase
	end
	assign pulse       = sub_cnt == sub_cnt_cmp;
	assign sub_cnt_pre = sub_cnt_clr ? 8'h0 : sub_cnt_en ? sub_cnt+1 : sub_cnt;
	assign sub_cnt_clr = ~halt_en & (~timer_en | ~div_en | pulse);
	assign sub_cnt_en  = ~halt_en & timer_en & div_en & (div_val!=0);
	always @(posedge sys_clk, negedge sys_rst_n) begin
		if (!sys_rst_n) begin
			sub_cnt <= 8'b0;
		end else begin
			sub_cnt <= sub_cnt_pre;
		end
	end
endmodule
module register (
	input  wire sys_clk,
	input  wire sys_rst_n,
	input  wire wr_en,
	input  wire rd_en,
	input  wire [11:0] tim_paddr,
	input  wire [31:0] tim_pwdata,
	input  wire [3:0]  tim_pstrb,
	output reg  [31:0] tim_prdata,
	output wire tim_pslverr,
	output wire tim_int,
	input  wire dbg_mode,
	input  wire cnt_update,
	input  wire [63:0] count,
	output wire timer_en,
	output wire div_en,
	output wire [3:0]  div_val,
	output wire [63:0] cnt_tdr,
	output wire cnt_tdr_en,
	output wire cnt_clr,
	output wire timer_en_nedge,
	output wire halt_en
);
	reg  [31:0] TCR_reg;
	reg  [31:0] TDR0_reg;
	reg  [31:0] TDR1_reg;
	reg  [31:0] TCMP0_reg;
	reg  [31:0] TCMP1_reg;
	reg  [31:0] TIER_reg;
	reg  [31:0] TISR_reg;
	reg  [31:0] THCSR_reg;
	wire [5:0]  TCR_pre;
	reg  [31:0] TDR0_pre;
	reg  [31:0] TDR1_pre;
	wire [31:0] TCMP0_pre;
	wire [31:0] TCMP1_pre;
	wire THCSR_pre;
	wire TIER_pre;
	wire TISR_pre;
	wire TCR_sel0;
	wire TCR_sel1;
	wire TDR0_sel;
	wire TDR1_sel;
	wire TCMP0_sel;
	wire TCMP1_sel;
	wire TIER_sel;
	wire TISR_clr;
	wire TISR_set;
	wire THCSR_sel;
	wire prohibit_err;
	wire div_en_err;
	wire div_val_err;
	reg  timer_en_next;
	function [31:0] strobe_merge;
		input [3:0]  pstrb;
		input [31:0] pwdata;
		input [31:0] data_reg;
		reg   [31:0] mask;
		begin
			mask = {{8{pstrb[3]}},
				{8{pstrb[2]}},
				{8{pstrb[1]}},
				{8{pstrb[0]}}};
			strobe_merge = (pwdata & mask) | (data_reg & (~mask));
		end
	endfunction
	assign timer_en    = TCR_reg[0];
	assign div_en      = TCR_reg[1];
	assign div_val     = TCR_reg[11:8];
	assign cnt_tdr     = {TDR1_pre,TDR0_pre};
	assign cnt_tdr_en  = TDR0_sel | TDR1_sel;
	assign cnt_clr     = TISR_set;
	assign halt_en     = dbg_mode & THCSR_reg[0];
	assign tim_int     = TIER_reg[0] & TISR_reg[0];
	assign div_en_err  = TCR_sel0 & TCR_reg[0] & (TCR_reg[1] !== tim_pwdata[1]);
	assign div_val_err = TCR_sel1 & TCR_reg[0] & (TCR_reg[11:8] !== tim_pwdata[11:8]);
	assign prohibit_err= TCR_sel1 & (tim_pwdata[11:8]>4'h8);
	assign tim_pslverr = div_en_err | div_val_err | prohibit_err;
	assign TCR_sel0     = wr_en & (tim_paddr === 12'h0) & tim_pstrb[0];
	assign TCR_sel1     = wr_en & (tim_paddr === 12'h0) & tim_pstrb[1];
	assign TCR_pre[1:0] = TCR_sel0 & ~tim_pslverr ? tim_pwdata[1:0]  : TCR_reg[1:0];
	assign TCR_pre[5:2] = TCR_sel1 & ~tim_pslverr ? tim_pwdata[11:8] : TCR_reg[11:8];
	assign timer_en_nedge = timer_en_next & (~timer_en);
	always @(posedge sys_clk, negedge sys_rst_n) begin
		if (!sys_rst_n) begin
			timer_en_next <= 1'b0;
		end else begin
			timer_en_next <= timer_en;
		end
	end
	assign TDR0_sel = wr_en & (tim_paddr === 12'h4);
	always @(*) begin
		if(TDR0_sel) begin
			TDR0_pre = strobe_merge(tim_pstrb,tim_pwdata,TDR0_reg);
		end else begin
			if (timer_en_nedge) begin
				TDR0_pre = 32'h0;
			end else begin
				if (cnt_update) begin
					TDR0_pre = count[31:0];
				end else begin
					TDR0_pre = TDR0_reg;
				end
			end
		end
	end
	assign TDR1_sel  = wr_en & (tim_paddr === 12'h8);
	always @(*) begin
		if(TDR1_sel) begin
			TDR1_pre = strobe_merge(tim_pstrb,tim_pwdata,TDR1_reg);
		end else begin
			if (timer_en_nedge) begin
				TDR1_pre = 32'h0;
			end else begin
				if (cnt_update) begin
					TDR1_pre = count[63:32];
				end else begin
					TDR1_pre = TDR1_reg;
				end
			end
		end
	end
	assign TCMP0_sel = wr_en & (tim_paddr === 12'hC);
	assign TCMP0_pre = TCMP0_sel ? strobe_merge(tim_pstrb,tim_pwdata,TCMP0_reg) : TCMP0_reg;
	assign TCMP1_sel = wr_en & (tim_paddr === 12'h10);
	assign TCMP1_pre = TCMP1_sel ? strobe_merge(tim_pstrb,tim_pwdata,TCMP1_reg) : TCMP1_reg;
	assign TIER_sel  = wr_en & tim_pstrb[0] & (tim_paddr === 12'h14);
	assign TIER_pre  = TIER_sel ? tim_pwdata[0] : TIER_reg[0];
	assign TISR_clr  = wr_en & tim_pstrb[0] & tim_pwdata[0] & (tim_paddr === 12'h18);
	assign TISR_set  = count === {TCMP1_reg,TCMP0_reg};
	assign TISR_pre  = TISR_clr ? 1'b0 : ( TISR_set ? 1'b1 : TISR_reg[0]);
	assign THCSR_sel    = wr_en & tim_pstrb[0] & (tim_paddr === 12'h1C);
	assign THCSR_pre    = THCSR_sel ? tim_pwdata[0] : THCSR_reg[0];
	always @(*) begin
		if (rd_en) begin
			case (tim_paddr)
				12'h00: tim_prdata = TCR_reg;
				12'h04: tim_prdata = TDR0_reg;
				12'h08: tim_prdata = TDR1_reg;
				12'h0C: tim_prdata = TCMP0_reg;
				12'h10: tim_prdata = TCMP1_reg;
				12'h14: tim_prdata = TIER_reg;
				12'h18: tim_prdata = TISR_reg;
				12'h1C: tim_prdata = THCSR_reg;
				default: tim_prdata = 32'h0;
			endcase
		end else begin
			tim_prdata = 32'h0;
		end
	end
	always @(posedge sys_clk, negedge sys_rst_n) begin
		if (!sys_rst_n) begin
			TCR_reg <= 32'h0000_0100;
		end else begin
			TCR_reg[1:0]  <= TCR_pre[1:0];
			TCR_reg[11:8] <= TCR_pre[5:2];
		end
	end
	always @(posedge sys_clk, negedge sys_rst_n) begin
		if (!sys_rst_n) begin
			TDR0_reg <= 32'h0;
		end else begin
			TDR0_reg <= TDR0_pre;
		end
	end
	always @(posedge sys_clk, negedge sys_rst_n) begin
		if (!sys_rst_n) begin
			TDR1_reg <= 32'h0;
		end else begin
			TDR1_reg <= TDR1_pre;
		end
	end
	always @(posedge sys_clk, negedge sys_rst_n) begin
		if (!sys_rst_n) begin
			TCMP0_reg <= 32'hFFFF_FFFF;
		end else begin
			TCMP0_reg <= TCMP0_pre;
		end
	end
	always @(posedge sys_clk, negedge sys_rst_n) begin
		if (!sys_rst_n) begin
			TCMP1_reg <= 32'hFFFF_FFFF;
		end else begin
			TCMP1_reg <= TCMP1_pre;
		end
	end
	always @(posedge sys_clk, negedge sys_rst_n) begin
		if (!sys_rst_n) begin
			TIER_reg <= 32'h0;
		end else begin
			TIER_reg[0] <= TIER_pre;
		end
	end
	always @(posedge sys_clk, negedge sys_rst_n) begin
		if (!sys_rst_n) begin
			TISR_reg <= 32'h0;
		end else begin
			TISR_reg[0] <= TISR_pre;
		end
	end
	always @(posedge sys_clk, negedge sys_rst_n) begin
		if (!sys_rst_n) begin
			THCSR_reg <= 32'h0;
		end else begin
			THCSR_reg[0] <= THCSR_pre;
			THCSR_reg[1] <= dbg_mode & THCSR_reg[0];
		end
	end
endmodule
module timer_top (
	input  wire sys_clk,
	input  wire sys_rst_n,
	input  wire tim_psel,
	input  wire tim_penable,
	input  wire tim_pwrite,
	input  wire [11:0] tim_paddr,
	input  wire [31:0] tim_pwdata,
	input  wire [3:0]  tim_pstrb,
	output wire [31:0] tim_prdata,
	output wire tim_pslverr,
	output wire tim_pready,
	output wire tim_int,
	input  wire dbg_mode
);
	wire wr_en;
	wire rd_en;
	wire timer_en;
	wire div_en;
	wire [3:0]  div_val;
	wire [63:0] cnt_tdr;
	wire cnt_tdr_en;
	wire cnt_clr;
	wire timer_en_nedge;
	wire [63:0] count;
	wire cnt_update;
	wire halt_en;
	apb_slave apb_slave_u(
		.sys_clk        (sys_clk        ),
		.sys_rst_n      (sys_rst_n      ),
		.tim_psel       (tim_psel       ),
		.tim_penable    (tim_penable    ),
		.tim_pwrite     (tim_pwrite     ),
		.tim_pready     (tim_pready     ),
		.wr_en          (wr_en          ),
		.rd_en          (rd_en          )
	);	
	register register_u (
		.sys_clk        (sys_clk        ),
		.sys_rst_n      (sys_rst_n      ),
		.wr_en          (wr_en          ),
		.rd_en          (rd_en          ),
		.tim_paddr      (tim_paddr      ),
		.tim_pwdata     (tim_pwdata     ),
		.tim_prdata     (tim_prdata     ),
		.tim_pstrb      (tim_pstrb      ),
		.tim_pslverr    (tim_pslverr    ),
		.tim_int        (tim_int        ),
		.dbg_mode       (dbg_mode       ),
		.timer_en       (timer_en       ),
		.div_en         (div_en         ),
		.div_val        (div_val        ),
		.cnt_tdr        (cnt_tdr        ),
		.cnt_tdr_en     (cnt_tdr_en     ),	
		.cnt_clr        (cnt_clr        ),
		.timer_en_nedge (timer_en_nedge ),
		.count          (count          ),
		.cnt_update     (cnt_update     ),
		.halt_en        (halt_en        )
	);
	counter counter_u (
		.sys_clk        (sys_clk        ),
		.sys_rst_n      (sys_rst_n      ),
		.timer_en       (timer_en       ),
		.div_en         (div_en         ),
		.div_val        (div_val        ),
		.cnt_tdr        (cnt_tdr        ),
		.cnt_tdr_en     (cnt_tdr_en     ),	
		.timer_en_nedge (timer_en_nedge ),
		.cnt_clr        (cnt_clr        ),
		.count          (count          ),
		.cnt_update     (cnt_update     ),
		.halt_en        (halt_en        )
	);
endmodule
==> /design/flow/run.sh <==
#!/bin/bash
# OpenROAD 26Q1-2900-gdf79404cd8, Yosys 0.63+post, stock flow scripts
make -C /OpenROAD-flow-scripts/flow DESIGN_CONFIG=/design/flow/config.mk WORK_HOME=/design/flow/orfs finish
==> /design/flow/config.mk <==
export PLATFORM = sky130hd
export DESIGN_NAME = timer_top
export DESIGN_NICKNAME = timer_top
export VERILOG_FILES = /design/flow/design.v
export SDC_FILE = /design/flow/constraint.sdc
export NUM_CORES = 4
export LEC_CHECK = 1
export CORE_UTILIZATION = 50
==> /design/flow/constraint.sdc <==
current_design timer_top

set clk_period 9.6
set clk_io_pct 0.2

create_clock -name clk0 -period $clk_period [get_ports {sys_clk}]

set non_clock_inputs [all_inputs -no_clocks]
set_input_delay [expr $clk_period * $clk_io_pct] -clock clk0 $non_clock_inputs
set_output_delay [expr $clk_period * $clk_io_pct] -clock clk0 [all_outputs]
==> impl_metrics.json <==
{
  "peakVddDrop_mv": 0.1126,
  "grt_pass1_wl_mm": 61.68,
  "rows": 59,
  "via_count": 10670,
  "combPwrFrac_pct": 4.5,
  "maxSlewViolCount": 0,
  "drt_pre_antenna_iters": 25,
  "io_pins": 89,
  "fin_crit_sh_pct": 70.87,
  "clock_latency_ps": 550,
  "fin_crit_ps": 6804,
  "yosysUniqueCellTypes": 68,
  "antenna_found_initial": 2,
  "critPathArrivalTime_ps": 4880,
  "synth_cells": 1310,
  "yosysWarnings": 3,
  "crit_top_cell": "clkdlybuf4s50_1",
  "routed_wl_mm": 40.52,
  "cts.reportedPaths.clkPinSlew_ps": 60,
  "p_int_mw": 1.489,
  "hold_buffers": 0,
  "powerDensity_mw_per_mm2": 126.9,
  "max_slew_margin_pct": 39.47,
  "switchingPower_mw": 0.4454,
  "drive_gt1_share_pct": 22.12,
  "setup_tns_ps": 0,
  "layout_top_cells": "147 x dfrtp_1, 109 x mux2_2, 109 x a21oi_1",
  "post_cts_resized": 0,
  "cp_slowest_cell": "or3b_2",
  "die_x_um": 165.2,
  "lay_top_count": "dfrtp_1",
  "drc": 0,
  "grt_pass1_vias": 10020,
  "hold_slack_ps": 538.9,
  "dr.first_iter.drc_count": 836,
  "p_total_mw": 1.934,
  "dp_cells": 1659,
  "clockRootBuffer": "clkbuf_16",
  "cap_viol_max_count": 0,
  "critPathBufInv": 3,
  "coreArea_mm2": 0.02613,
  "cts_inserted_buffers": 25,
  "routedWlPerCell_um": 23.76,
  "die_h_um": 165.2,
  "clock-sinks": 213,
  "die_area_mm2": 0.02730,
  "hold_viol_final": 0,
  "swShare_pct": 23.03,
  "rsz0062_at_grt": "no",
  "routabilityCongestion": 0.9141,
  "cp_max_fo": 18,
  "finClkSkew_ps": 22.96,
  "ys_seq_share_pct": 40.61,
  "path_delay_family": "simple AND/OR/NAND/NOR gates",
  "reg2regPathDepth": 8,
  "postCtsSetupBuffers": 0,
  "grt_max_degree": 110,
  "clk_path_buf_depth": 3,
  "antenna_left": 0,
  "layout.area.comb_mm2": 0.007488,
  "yosys-stat-area_mm2": 0.01332,
  "edf_count": 0,
  "cp.required_ps": 7680,
  "finalSetupViolations": 0,
  "status": "finished, final reports clean",
  "antennaDiodeCount": 0,
  "initCoreUtil_pct": 50.99,
  "tritoncts": "done",
  "hp-class": "flop to flop",
  "synth_area_mm2": 0.01332,
  "grt.overflow.total": 0,
  "crit_chain": "clkdlybuf4s50_1 -> nor4_1 -> nand3_1 -> or3b_2 -> buf_4 -> a21oi_1 -> clkdlybuf4s50_1",
  "leakage_nw": 6.521,
  "ys.flops": 213,
  "drt-vias-per-instance": 6.259,
  "worst_pin_slew_ps": 899.7,
  "fmax_mhz": 147.0,
  "seqPwrFrac_pct": 46.7,
  "warnings": 27,
  "final_cells": 1705,
  "cp.depth": 7,
  "htreeDepth": 1,
  "ff_type": "dfrtp_1",
  "clkPwrFrac_pct": 48.9,
  "portBuffers": 88,
  "ys_cells": 1310,
  "cp-start-kind": "primary input",
  "synthArstFlopShare_pct": 100.0,
  "fillers": 2217,
  "syn_avg_cell_area_um2": 10.17,
  "grt_usage_pct": 31.66,
  "worstSetupPathType": "primary input to output pin",
  "slowest_delay_ps": 810,
  "areaGrowthSynthToFinish_pct": 14.43,
  "dp_hpwl_mm": 26.13,
  "crit_path_end_kind": "output pin",
  "flop_area_mm2": 0.005413,
  "min_path_cells": 1
}
==> worst register-to-register path: cells and delay by family (launching register included) <==
kind            cells  cell delay [ps]
xor+xnor            1              210
buf+inv             1              590
flops               1              550
compound gates      1              140
simple gates        5             2070
==> stage by stage <==
| step | utilization (%) | area [um2] | worst slack [ps] |
|---|---|---|---|
| 2_1_floorplan | - | 13320 | 4090 |
| 3_3_place_gp | 55.29 | 14450 | 2920 |
| 3_5_place_dp | 55.29 | 14450 | 2852 |
| 4_1_cts | 58.35 | 15250 | 2842 |
| 5_1_grt | 58.35 | 15250 | 2619 |
| 6_report | 58.35 | 15250 | 2796 |
==> synthesized netlist by cell type (3+ instances only) <==
library cell  instances  area (um2)
a211oi_1             35       262.8
a211oi_2              6       75.07
a21oi_1             109       545.5
a22oi_1              57       427.9
a311oi_1              3       26.28
a31oi_1               4       25.02
a32oi_1               3       26.28
and2_1                6       37.54
and3_1               15       93.84
and4_1                6       52.55
buf_1                 6       22.52
buf_2                11       55.05
buf_4                 3       22.52
buf_6                 6       67.56
clkbuf_1             72       270.3
dfrtp_1             148        3704
dfstp_2              65        1708
inv_1                10       37.54
mux2_1               27       304.0
mux2_2              109        1227
mux2i_1              70       700.7
mux4_2                4       90.09
nand2_1              55       206.5
nand2b_1              3       18.77
nand3_1              54       270.3
nand4_1              12       75.07
nor2_1               79       296.5
nor2b_1               4       25.02
nor3_1               16       80.08
nor3_2               17       170.2
nor3b_1               7       52.55
nor4_1               24       150.1
nor4_2               19       237.7
o21ai_0              45       225.2
o21ai_1              16       80.08
o31ai_1               3       22.52
or3_1                 3       18.77
xnor2_1              58       508.0
xor2_1               80       700.7
==> path summary, 6_finish.rpt <==
check / from / to / slack [ps]
worst max-delay path: tim_paddr[7] / tim_prdata[30] / 2800
worst min-delay path: register_u.TIER_reg[0]$_DFFE_PN0P_ / register_u.TIER_reg[0]$_DFFE_PN0P_ / 540
worst max register to register: flop / counter_u.count[24]$_DFFE_PN0P_ / 5890
worst min register to register: register_u.TIER_reg[0]$_DFFE_PN0P_ / register_u.TIER_reg[0]$_DFFE_PN0P_ / 540
max in group asynchronous: sys_rst_n / counter_u.cnt_update$_DFF_PN0_ / 7230
min in group asynchronous: sys_rst_n / counter_u.sub_cnt[4]$_DFFE_PN0P_ / 1300
==> layout make-up <==
| cell class | instances | share of cell area [%] |
|---|---|---|
| Clock inverter | 4 | 0.3939 |
| Timing Repair Buffer | 112 | 7.074 |
| Inverter | 13 | 0.3200 |
| Sequential cell | 213 | 35.50 |
| Tap cell | 335 | 2.749 |
| Clock buffer | 42 | 4.850 |
| Multi-Input combinational cell | 986 | 49.11 |
==> routing by layer <==
layer  share of wire (%)  wire length [um]  vias to the layer above  track usage (%)
met2                  44             17710                      395            44.94
met1                  45             18050                     5284            49.01
met3                 8.5              3448                       66            8.836
met5                0.15                59                        -            1.136
met4                 3.1              1250                        6            8.799
li1                    -                 -                     4921                -
==> power groups by stage <==
stage | clock network [mW] | logic (mW) | registers, mW
final | 0.945 | 0.0866 | 0.902
after global routing | 0.990 | 0.0947 | 0.902
after CTS | 0.958 | 0.0877 | 0.902
==> cells by family after synthesis <==
logic type               Yosys count  synth area share (%)
multiplexers                     210                 17.43
AND-OR/OR-AND                    294                 13.83
AND/OR/NAND/NOR                  342                 15.21
XOR/XNOR                         138                 9.071
buffers and inverters            111                 3.653
flip-flops                       213                 40.61
adder cells (fa/ha/maj)            2                0.1878
No activity file was given, so power comes from the tool's default toggle rates.
